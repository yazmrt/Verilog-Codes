===== flow/config.mk =====
export PLATFORM = sky130hd
export DESIGN_NAME = top_module
export DESIGN_NICKNAME = top_module
export VERILOG_FILES = /design/flow/design.v
export SDC_FILE = /design/flow/constraint.sdc
export NUM_CORES = 4
export LEC_CHECK = 1
export CORE_UTILIZATION = 30

===== flow/constraint.sdc =====
current_design top_module

set clk_period 3.3
set clk_io_pct 0.2

create_clock -name clk0 -period $clk_period [get_ports {clk}]

set non_clock_inputs [all_inputs -no_clocks]
set_input_delay [expr $clk_period * $clk_io_pct] -clock clk0 $non_clock_inputs
set_output_delay [expr $clk_period * $clk_io_pct] -clock clk0 [all_outputs]

===== flow/design.v =====
`timescale 1ns / 1ps
module adder(
input clk,
input [9:0] a_i,
input [9:0] b_i,
input start_i,  
output [9:0] sum_result_o,
output states,
output reg flag
);
wire reg_bit0, reg_bit1;
wire first_carry;
wire fa_in;
reg [1:0] rega_o, regb_o;  
localparam idle = 1'b0;
localparam add = 1'b1;
reg [9:0] rega, regb;
reg [2:0] select;
reg state;
reg dff = 1'b0;
reg [9:0] sum_reg = 0;
fa fa1(rega_o[0], regb_o[0], dff, reg_bit0, first_carry);
fa fa2(rega_o[1], regb_o[1], first_carry, reg_bit1, fa_in);
assign sum_result_o = sum_reg;
assign states = state;
always @(posedge clk) begin
    dff <= #1 fa_in; 
    case (state)
        idle: begin
            select <= #1 3'b000;
            dff <= #1 0;
            flag = 0;
            if (start_i) begin
               rega <= #1 a_i;
               regb <= #1 b_i;
	           state <= #1 add;
            end
            else begin
                state <= #1 idle;
            end
        end
        add: begin
            sum_reg <= #1 {reg_bit1, reg_bit0, sum_reg[9:2]};
            if (select == 3'b100) begin
                select <= #1 0;
                state <= #1 idle;
                flag = 1;
            end
            else begin
            select <= #1 select + 3'b01;
            state <= #1 add;
            end
        end
        default: state <= #1 idle; 
    endcase
end
always @(*) begin
    if (state == add) begin
    if (select == 3'b000) begin
                rega_o[0] = rega[0];
                rega_o[1] = rega[1];
                regb_o[0] = regb[0];
                regb_o[1] = regb[1];
            end
            else if (select == 3'b001) begin
                rega_o[0] = rega[2];
                rega_o[1] = rega[3];
                regb_o[0] = regb[2];
                regb_o[1] = regb[3];
            end
            else if (select == 3'b010) begin
                rega_o[0] = rega[4];
                rega_o[1] = rega[5];
                regb_o[0] = regb[4];
                regb_o[1] = regb[5];
            end
            else if (select == 3'b011) begin
                rega_o[0] = rega[6];
                rega_o[1] = rega[7];
                regb_o[0] = regb[6];
                regb_o[1] = regb[7];
            end
            else if (select == 3'b100) begin
                rega_o[0] = rega[8];
                rega_o[1] = rega[9];
                regb_o[0] = regb[8];
                regb_o[1] = regb[9];
            end  
            else begin
                rega_o[0] = 0;
                rega_o[1] = 0;
                regb_o[0] = 0;
                regb_o[1] = 0;
            end
    end
    else begin
        rega_o[0] = 0;
        rega_o[1] = 0;
        regb_o[0] = 0;
        regb_o[1] = 0;      
    end
end
endmodule
`timescale 1ns / 1ps
module compr(
input [8:0] inpp0,
input [10:0] inpp1,
input [9:0] inl0,
input [11:0] inl1,
output [9:0] out0,
output [13:0] out1);
wire net_0_0;
wire [1:0] net_0_1;
wire [2:0] net_0_2;
wire [3:0] net_0_3;
wire [3:0] net_0_4;
wire [3:0] net_0_5;
wire [3:0] net_0_6;
wire [3:0] net_0_7;
wire [3:0] net_0_8;
wire [3:0] net_0_9;
wire [3:0] net_0_10;
wire [2:0] net_0_11;
wire net_0_12;
wire net_1_0;
wire net_1_1;
wire [1:0] net_1_2;
wire [2:0] net_1_3;
wire [2:0] net_1_4;
wire [2:0] net_1_5;
wire [2:0] net_1_6;
wire [2:0] net_1_7;
wire [2:0] net_1_8;
wire [2:0] net_1_9;
wire [2:0] net_1_10;
wire [1:0] net_1_11;
wire [1:0] net_1_12;
assign net_0_0 = inl1[0];
assign net_0_1 = {inl0[0],inl1[1]};
assign net_0_2 = {inl0[1],inl1[2],         inpp1[0]};
assign net_0_3 = {inl0[2],inl1[3],inpp0[0],inpp1[1]};
assign net_0_4 = {inl0[3],inl1[4],inpp0[1],inpp1[2]};
assign net_0_5 = {inl0[4],inl1[5],inpp0[2],inpp1[3]};
assign net_0_6 = {inl0[5],inl1[6],inpp0[3],inpp1[4]};
assign net_0_7 = {inl0[6],inl1[7],inpp0[4],inpp1[5]};
assign net_0_8 = {inl0[7],inl1[8],inpp0[5],inpp1[6]};
assign net_0_9 = {inl0[8],inl1[9],inpp0[6],inpp1[7]};
assign net_0_10 ={inl0[9],inl1[10],inpp0[7],inpp1[8]};
assign net_0_11 = {       inl1[11],inpp0[8],inpp1[9]};
assign net_0_12 = {inpp1[10]};
assign net_1_3[2] = net_0_3[3];
assign net_1_4[2] = net_0_4[3];
assign net_1_5[2] = net_0_5[3];
assign net_1_6[2] = net_0_6[3];
assign net_1_7[2] = net_0_7[3];
assign net_1_8[2] = net_0_8[3];
assign net_1_9[2] = net_0_9[3];
assign net_1_10[2] = net_0_10[3];
assign net_1_12[1] = net_0_12;
ha ha1(net_0_1[0],net_0_1[1],net_1_1,net_1_2[0]);
fa fa1(net_0_2[0],net_0_2[1],net_0_2[2],net_1_2[1],net_1_3[0]);
fa fa2(net_0_3[0],net_0_3[1],net_0_3[2],net_1_3[1],net_1_4[0]);
fa fa3(net_0_4[0],net_0_4[1],net_0_4[2],net_1_4[1],net_1_5[0]);
fa fa4(net_0_5[0],net_0_5[1],net_0_5[2],net_1_5[1],net_1_6[0]);
fa fa5(net_0_6[0],net_0_6[1],net_0_6[2],net_1_6[1],net_1_7[0]);
fa fa6(net_0_7[0],net_0_7[1],net_0_7[2],net_1_7[1],net_1_8[0]);
fa fa7(net_0_8[0],net_0_8[1],net_0_8[2],net_1_8[1],net_1_9[0]);
fa fa8(net_0_9[0],net_0_9[1],net_0_9[2],net_1_9[1],net_1_10[0]);
fa fa9(net_0_10[0],net_0_10[1],net_0_10[2],net_1_10[1],net_1_11[0]);
fa fa10(net_0_11[0],net_0_11[1],net_0_11[2],net_1_11[1],net_1_12[0]);
ha ha2(net_1_2[0],net_1_2[1],out1[2],out0[0]);
fa fa11(net_1_3[0],net_1_3[1],net_1_3[2],out1[3],out0[1]);
fa fa12(net_1_4[0],net_1_4[1],net_1_4[2],out1[4],out0[2]);
fa fa13(net_1_5[0],net_1_5[1],net_1_5[2],out1[5],out0[3]);
fa fa14(net_1_6[0],net_1_6[1],net_1_6[2],out1[6],out0[4]);
fa fa15(net_1_7[0],net_1_7[1],net_1_7[2],out1[7],out0[5]);
fa fa16(net_1_8[0],net_1_8[1],net_1_8[2],out1[8],out0[6]);
fa fa17(net_1_9[0],net_1_9[1],net_1_9[2],out1[9],out0[7]);
fa fa18(net_1_10[0],net_1_10[1],net_1_10[2],out1[10],out0[8]);
ha ha3(net_1_11[0],net_1_11[1],out1[11],out0[9]);
ha ha4(net_1_12[0],net_1_12[1],out1[12],out1[13]);
assign out1[0] = inl1[0];
assign out1[1] = net_1_1;
endmodule
`timescale 1ns / 1ps
module fa(
input a_i,
input b_i,
input c_i,
output s_o,
output c_o);
assign {c_o,s_o} = a_i + b_i + c_i;
endmodule
`timescale 1ns / 1ps
module ha(
input a_i,     
input b_i,     
output s_o,    
output c_o     
);
assign s_o = a_i ^ b_i;   
assign c_o = a_i & b_i;   
endmodule
`timescale 1ns / 1ps
module top_module(
input rst,
input clk,
input [9:0] A_i,
input [9:0] B_i,
output [19:0] res_o);
localparam idle = 1'b0, shift_and_compress = 1'b1;
reg state;
wire [9:0] inl0_next;  
wire [13:0] inl1_next;  
reg [8:0] inpp0;  
reg [10:0] inpp1;  
reg [9:0] inl0;  
reg [11:0] inl1;  
reg [9:0] adder_reg0;  
reg [9:0] adder_reg1;  
reg start_reg;  
wire adder_states;
wire add_flag;
reg [8:0] temp_reg = 9'b0;
reg [9:0] temp_reg1 = 10'b0;
reg [9:0] temp_reg2 = 10'b0;
reg [8:0] result0 = 9'b0;  
reg [10:0] result1;
wire [9:0] adder_result;
reg [1:0] two_bit_reg;  
reg [2:0] count;  
reg [2:0] select;  
compr Compressor(.inpp0(inpp0),.inpp1(inpp1),.inl0(inl0),.inl1(inl1),.out0(inl0_next),.out1(inl1_next));
adder Adder(.clk(clk),.a_i(adder_reg0),.b_i(adder_reg1),.start_i(start_reg),.sum_result_o(adder_result[9:0]),.states(adder_states), .flag(add_flag));
always @(posedge clk) begin 
if (add_flag == 1) begin
    result1[9:0] <= #1 adder_result;
    end
if (rst) begin
    inl0 <= #1 10'b0000000000;
    inl1 <= #1 12'b00000000000;
    state <= #1 shift_and_compress;
    start_reg <= #1 1'b0;
    count <= #1 0;
    select <= #1 3'b000;
end
else begin    
    case(state)
        idle: begin
                if (count == 5) begin
                count <= #1 0;
                result0 <= #1 temp_reg1[8:0];
                result1[10] <= #1 temp_reg1[9];
                end
                count <= #1 count + 1;
                select <= #1 3'b000;
                start_reg <= #1 1'b0;
                state <= #1 idle;
            end
        shift_and_compress: begin
            if (select == 3'b100) begin
                temp_reg1[9] <= #1 inl1[11];
                temp_reg1[8:0] <= #1 {inl1_next[2:0],temp_reg[8:3]};
                result0 <= #1 temp_reg1[8:0];
                result1[10] <= #1 temp_reg1[9];
                adder_reg0 <= #1 inl0_next;
                adder_reg1 <= #1 inl1_next[12:3];
                start_reg <= #1 1'b1;   
                state <= #1 idle;
            end
            else begin
                temp_reg <= #1 {inl1[1:0],temp_reg[8:2]};
                inl0 <= #1 inl0_next;
                inl1 <= #1 inl1_next[13:2];
                select <= #1 select + 3'b001;
                state <= #1 shift_and_compress;
            end
        end
        default: state <= #1 idle;
endcase
end
end
always @(*) begin
if (state == shift_and_compress) begin
    if (select == 3'b000) begin
        two_bit_reg[0] = B_i[0];
        two_bit_reg[1] = B_i[1];
    end
    else if (select == 3'b001) begin
        two_bit_reg[0] = B_i[2];
        two_bit_reg[1] = B_i[3];
    end
    else if (select == 3'b010) begin
        two_bit_reg[0] = B_i[4];
        two_bit_reg[1] = B_i[5];
    end
    else if (select == 3'b011) begin
        two_bit_reg[0] = B_i[6];
        two_bit_reg[1] = B_i[7];
    end
    else if (select == 3'b100) begin
        two_bit_reg[0] = B_i[8];
        two_bit_reg[1] = B_i[9];
    end  
    else begin
        two_bit_reg[0] = 0;
        two_bit_reg[1] = 0;
    end
        if (two_bit_reg[0] == 1'b1) begin
            inpp0 = A_i[9:1];   
            if (two_bit_reg[1] == 1) begin
                inpp1 = {A_i, A_i[0]};
            end
            else begin
                inpp1 = {10'b0, A_i[0]};
            end
        end
        else begin
            inpp0 = 0;
            if (two_bit_reg[1] == 1) begin
                inpp1 = {A_i, 1'b0};
            end
            else begin
                inpp1 = 0;
            end
         end
 end
 else begin
    inpp0 = 0;
    inpp1 = 0;
 end
 end
assign res_o = {result1, result0};
endmodule

===== flow/run.sh =====
#!/bin/bash
# OpenROAD 26Q1-2900-gdf79404cd8, Yosys 0.63+post, stock flow scripts
make -C /OpenROAD-flow-scripts/flow DESIGN_CONFIG=/design/flow/config.mk WORK_HOME=/design/flow/orfs finish

==> GITHUB_STEP_SUMMARY <==
### Metrics collected by this job

| Metric | Value |
|---|---|
| Lkg Pwr | `2.29 nW` |
| Synth area leader | `edfxtp_1` |
| Max Freq | `0.324 GHz` |
| WHS Path Cells | `0` |
| Io pins | `42` |
| MUX share of area | `0%` |
| Asr flop ratio synth | `0%` |
| Finished Layout Cells | `613` |
| WHS | `0.416 ns` |
| RD Place Congestion | `0.845` |
| CTS tree | `yes` |
| R2R Setup Slk | `0.22 ns` |
| Tool warnings | `32` |
| RSZ-0062 raised after global routing | `false` |
| Vias in the first global route | `2681` |
| Cell Area, Placed | `0.00562 mm²` |
| Post-CTS Setup Bufs | `0` |
| CTS Hold Buffers Added | `0` |
| Hold Crit Start | `adder_reg0[7]` |
| Logic family by area | `adder cells` |
| FF-to-FF Start | `select[0]` |
| Global-route wire length before repair | `13.0 mm` |
| # setup viols final | `0` |
| Reg clk slew, reported paths | `0.06 ns` |
| Cell Chain, Critical Path | `ha_1 -> ha_1 -> and3b_4 -> a221oi_2 -> o22ai_4 -> nand4_1 -> fa_1 -> inv_1 -> fa_1 -> a22o_1` |
| Clock Skews | `0.00797 ns` |
| Worst reg2reg endpoint | `inl1[1]` |
| Area Growth Syn to Fin | `26.3%` |
| PwrDens | `1030 mW/mm²` |
| Routed WL | `7.43 mm` |
| Xor/xnor share | `0.535%` |
| Clock Tree Buf Depth | `2` |
| Fin. Hold Viols | `0` |
| Max reg flops | `12` |
| Design Area, Final | `0.00621 mm²` |
| Fill cells | `1449` |
| Total CTS buffers | `17` |
| Actual slew at the worst max-slew pin | `0.666 ns` |
| Mapped Cells | `326` |
| Hold Crit Class | `reg -> reg` |
| Biggest register | `inl1` |
| Mapped cell area | `0.00491 mm²` |
| Ys flop type | `edfxtp_1` |
| DRC viols | `0` |
| CP peak stage delay | `0.56 ns` |
| Initial antenna violation count | `0` |
| Ao+oa area frac | `8.60%` |
| CORE AREA | `0.0159 mm²` |
| Top cells, area | `edfxtp_1 (53%), dfxtp_1 (14%), fa_1 (8.1%)` |
| Most numerous cell in the Yosys netlist | `edfxtp_1` |
| GRT Total Usage | `10.3%` |
| Yosys chip area | `0.00491 mm²` |
| Gate Area | `0.00145 mm²` |
| Die X | `130 µm` |
| Chip footprint | `0.0169 mm²` |
| Total clock sinks | `122` |
| Clock latency (worst-skew pair) | `0.41 ns` |
| Pins Over Slew Limit | `0` |
| Crit Path Category | `reg -> reg` |
| Register area | `0.00331 mm²` |
| Adder Share, Synth | `12.2%` |
| Largest net degree at the start of global routing | `29` |
| Critical Path Start Type | `flop` |
| Slew HR | `55.5%` |
| Setup tns final | `0 ns` |
| Mean Syn Cell Area | `15.1 µm²` |
| Top flop regs | `inl1: 12 flops, result1: 11 flops` |
| Post-Synth Simple-Gate Area | `7.92%` |
| Layout cell share with drive strength beyond 1 | `12.3%` |
| Worst-path cell with the longest stage delay | `fa_1` |
| Row count | `46` |
| PostCTS Resize Cnt | `0` |
| Die height | `130 µm` |
| Tmin final | `3.08 ns` |
| Hold endpoint | `Adder.rega[7]` |
| Arrival time worst endpoint | `3.38 ns` |
| Routed Antenna Nets | `0` |
| Number of enable flip-flop cells | `87` |
| N_diodes | `0` |
| Period utilization | `93.4%` |
| # H-tree levels | `4` |
| Seq share, synth | `67.4%` |
| Ys flops | `122` |
| Post-Place Cells | `581` |
| Max-area cell share | `53.2%` |
| Top cells by count, synth | `edfxtp_1 (87), dfxtp_1 (35), inv_1 (28)` |
| Vias per std cell | `4.30` |
| Root Buffer | `clkbuf_16` |
| Cell Type Count | `31` |
| CP required | `3.60 ns` |
| Routed WL per cell | `12.1 µm` |
| Critical Path Fanout Max | `10` |
| Synth warn | `2` |
| Routed vias | `2634` |
| Maximum vdd ir drop | `476 µV` |
| Max-capacitance violation count | `0` |
| Initial drt markers | `116` |
| Status | `finished clean` |
| Family with the most delay on the worst path | `adder cells` |
| DP Wirelength | `5.17 mm` |
| FF-to-FF path depth | `10` |
| Worst setup EP type | `flop` |
| FP Util | `30.8%` |
| Worst path buffer plus inverter count | `1` |
| TritonRoute pass-1 iters | `4` |
| GRT overflow | `0` |
| Port bufs | `41` |
| Yosys Instances | `326` |
## layout by cell type (no fill, tap or decap), types with 2 or more instances in the layout
cell	n
o211ai_1	3
clkinvlp_4	3
a22o_1	18
inv_8	2
a21oi_1	16
bufinv_16	2
inv_6	4
inv_1	28
xnor2_1	2
nand4_1	10
a21oi_2	2
o22ai_4	2
edfxtp_1	87
nand3_1	5
fa_1	20
clkinv_4	2
nor2b_1	6
and4_1	10
nor2_1	17
o21ai_0	14
dfxtp_1	35
nand2b_1	3
nand2_1	12
ha_1	16
clkdlybuf4s50_1	41
a221oi_2	2
clkbuf_16	17
buf_4	7
## power by group
part | leakage (nW) | switching (mW) | total (mW) | internal, mW
Combinational | 0.915 | 1.14 | 2.08 | 0.939
Sequential | 1.09 | 0.230 | 2.51 | 2.28
Clock | 0.282 | 0.676 | 1.80 | 1.13
## how the worst max path moves through the flow
stage / cells past startpoint / to / slack (ns) / startpoint
4_1_cts: 10 / inl1[1] / 0.23 / select[0]
5_1_grt: 10 / inl1[1] / 0.07 / select[0]
6_report: 10 / inl1[1] / 0.22 / select[0]
## logic make-up (layout without fill, tap and decap cells)
kind of cell / Yosys count / in the layout
compound gates: 58 / 58
fa+ha+maj: 36 / 36
simple gates: 69 / 69
buf+inv: 38 / 109
flops: 122 / 122
xor+xnor: 3 / 3
## layer usage
metal	vias to the layer above	routed length, µm	GRT usage, %
met5	-	0	0
met4	0	178	2.39
met1	1236	3470	14.9
met3	13	466	3.88
li1	1313	-	-
met2	72	3320	15.4
## stage by stage
stage	setup slack, ns	util [%]	total power [mW]
final	0.217	38.9	6.39
after global routing	0.0687	38.9	6.92
after CTS	0.229	38.9	6.47
after detailed placement	0.0556	35.2	4.63
after global placement	0.0965	35.2	4.56
after floorplan	0.449	-	3.93
## final cells by class
cell class / count / area share (%)
Sequential cell: 122 / 53.4
Clock inverter: 15 / 2.68
Tap cell: 216 / 4.35
Clock buffer: 17 / 6.85
Multi-Input combinational cell: 166 / 23.3
Inverter: 28 / 1.69
Timing Repair Buffer: 49 / 7.78
Power and IR drop assume default switching activity.
